===== flow/run.sh =====
#!/bin/bash
# OpenROAD 26Q1-2900-gdf79404cd8, Yosys 0.63+post, stock flow scripts
make -C /OpenROAD-flow-scripts/flow DESIGN_CONFIG=/design/flow/config.mk WORK_HOME=/design/flow/orfs finish

===== flow/design.v =====
module eth_parser #(
  parameter DATA_WIDTH      = 8,
  parameter TARGET_MAC_ADDR = 48'h112233445566
) (
  input  wire                         clk,
  input  wire                         rst,
  input  wire [DATA_WIDTH-1:0]        s_axis_tdata,
  input  wire                         s_axis_tvalid,
  input  wire                         s_axis_tlast,
  output wire                         s_axis_tready,
  output wire [DATA_WIDTH-1:0]        m_axis_tdata,
  output wire                         m_axis_tvalid,
  output wire                         m_axis_tlast,
  output wire [17:0]                  m_axis_tuser,
  input  wire                         m_axis_tready
);
  parameter S_IDLE = 2'b00; 
  parameter S_PARSE_HEADER = 2'b01;
  parameter S_STREAM_PAYLOAD = 2'b10;
  parameter S_FINISH = 2'b11;
  parameter HEADER_LEN = 14;
  parameter BROADCAST_MAC_ADDR = 48'hffffffffffff;
  reg [1:0]            curr_state, next_state;
  reg [3:0]            byte_counter;
  reg [111:0]          header;
  reg                  reset_counter;
  always @(posedge clk) begin
    if (rst == 1'b1) begin
      curr_state <= S_IDLE;
      byte_counter <= 0;
      header <= 0;
    end else begin
      curr_state <= next_state;
      if (s_axis_tvalid && (curr_state == S_PARSE_HEADER || (curr_state == S_IDLE && next_state == S_PARSE_HEADER))) begin
        byte_counter <= byte_counter + 1;
        header[111:0] <= {header[111-DATA_WIDTH:0], s_axis_tdata};
      end else if (reset_counter) begin
        byte_counter <= 0;
      end
    end
  end
  always @(*) begin
    next_state = curr_state;
    case (curr_state)
      S_IDLE: if (s_axis_tvalid == 1'b1) next_state = S_PARSE_HEADER;
      S_PARSE_HEADER: if (byte_counter == HEADER_LEN-1) next_state = S_STREAM_PAYLOAD;
      S_STREAM_PAYLOAD: if (s_axis_tvalid && s_axis_tlast && s_axis_tready) next_state = S_FINISH;
      S_FINISH: next_state = S_IDLE;
      default: next_state = S_IDLE;
    endcase
  end
  assign reset_counter = (curr_state == S_IDLE) ? 1 : 0;
  assign m_axis_tuser[1:0] = (header[111:64] == TARGET_MAC_ADDR) ? 2'b01 : ((header[111:64] == BROADCAST_MAC_ADDR) ? 2'b10 : 2'b00);
  assign m_axis_tuser[17:2] = header[15:0];
  assign m_axis_tdata = s_axis_tdata;
  assign m_axis_tlast = s_axis_tlast;
  assign m_axis_tvalid = ((curr_state == S_STREAM_PAYLOAD) || (curr_state == S_FINISH)) && s_axis_tvalid;
  assign s_axis_tready = ((curr_state == S_STREAM_PAYLOAD) || (curr_state == S_FINISH)) ? m_axis_tready : 1'b1;
endmodule
module ip_parser #(
  parameter DATA_WIDTH      = 8,
  parameter TARGET_IP_ADDR = 32'hc0a80154
) (
  input  wire                         clk,
  input  wire                         rst,
  input  wire [DATA_WIDTH-1:0]        s_axis_tdata,
  input  wire                         s_axis_tvalid,
  input  wire                         s_axis_tlast,
  input  wire [17:0]                  s_axis_tuser,
  output wire                         s_axis_tready,
  output wire [DATA_WIDTH-1:0]        m_axis_tdata,
  output wire                         m_axis_tvalid,
  output wire                         m_axis_tlast,
  output wire [63:0]                  m_axis_tuser,
  input  wire                         m_axis_tready
);
  parameter S_IDLE = 3'd0; 
  parameter S_PARSE_HEADER = 3'd1;
  parameter S_STREAM_PAYLOAD = 3'd2;
  parameter S_DROP = 3'd4;
  parameter S_FINISH = 3'd5;
  parameter HEADER_LEN = 20;
  reg [2:0]            curr_state, next_state;
  reg [4:0]            byte_counter;
  reg                  mf;
  reg [7:0]            protocol;
  reg [63:0]           ips;
  reg                  reset_counter;
  always @(posedge clk) begin
    if (rst == 1'b1) begin
      curr_state <= S_IDLE;
      byte_counter <= 0;
      mf <= 0;
      protocol <= 0;
      ips <= 0;
    end else begin
      curr_state <= next_state;
      if (s_axis_tvalid && (curr_state == S_PARSE_HEADER || (curr_state == S_IDLE && next_state == S_PARSE_HEADER))) begin
        byte_counter <= byte_counter + 1;
        if (byte_counter == 6) mf <= s_axis_tdata[5];
        if (byte_counter == 9) protocol <= s_axis_tdata;
        if (byte_counter > 11) ips <= {ips[55:0], s_axis_tdata};
      end else if (reset_counter) begin
        byte_counter <= 0;
      end
    end
  end
  always @(*) begin
    next_state = curr_state;
    case(curr_state)
      S_IDLE: if (s_axis_tvalid == 1'b1) next_state = S_PARSE_HEADER;
      S_PARSE_HEADER: begin
        if (byte_counter == HEADER_LEN-1) begin
          if (protocol != 17 || mf == 1'b1) begin
            next_state = S_DROP;
          end else next_state = S_STREAM_PAYLOAD;
        end
      end
      S_STREAM_PAYLOAD: if (s_axis_tvalid && s_axis_tlast && s_axis_tready) next_state = S_FINISH;
      S_DROP: if (s_axis_tvalid && s_axis_tlast && s_axis_tready) next_state = S_IDLE;
      S_FINISH: next_state = S_IDLE;
      default: next_state = S_IDLE;
    endcase
  end
  wire valid_states = 
    (curr_state == S_STREAM_PAYLOAD) ||
    (curr_state == S_FINISH);
  assign reset_counter = (curr_state == S_IDLE) ? 1 : 0;
  assign m_axis_tuser = ips;
  assign m_axis_tdata = s_axis_tdata;
  assign m_axis_tlast = (valid_states) && s_axis_tlast;
  assign m_axis_tvalid = valid_states && s_axis_tvalid;
  assign s_axis_tready = valid_states ? m_axis_tready : 1'b1;
endmodule
module top_module #(
  parameter DATA_WIDTH      = 8,
  parameter TARGET_MAC_ADDR = 48'h112233445566,
  parameter TARGET_IP_ADDR  = 32'hc0a80101,
  parameter TARGET_UDP_PORT = 16'd25044
) (
  input  wire                         clk,
  input  wire                         rst,
  input  wire [DATA_WIDTH-1:0]        s_axis_tdata,
  input  wire                         s_axis_tvalid,
  input  wire                         s_axis_tlast,
  output wire                         s_axis_tready,
  output wire [DATA_WIDTH-1:0]        m_axis_tdata,
  output wire                         m_axis_tvalid,
  output wire                         m_axis_tlast,
  output wire [31:0]                  m_axis_tuser,
  input  wire                         m_axis_tready
);
  wire                                eth_to_ip_tready;
  wire [DATA_WIDTH-1:0]               eth_to_ip_tdata;
  wire                                eth_to_ip_tvalid;
  wire                                eth_to_ip_tlast;
  wire [17:0]                         eth_to_ip_tuser;
  wire                                ip_to_udp_tready;
  wire [DATA_WIDTH-1:0]               ip_to_udp_tdata;
  wire                                ip_to_udp_tvalid;
  wire                                ip_to_udp_tlast;
  wire [63:0]                         ip_to_udp_tuser;
  eth_parser #(
    .DATA_WIDTH(DATA_WIDTH),
    .TARGET_MAC_ADDR(TARGET_MAC_ADDR)
  ) eth_parser_1 (
    .clk(clk),
    .rst(rst),
    .s_axis_tdata(s_axis_tdata),
    .s_axis_tvalid(s_axis_tvalid),
    .s_axis_tlast(s_axis_tlast),
    .s_axis_tready(s_axis_tready),
    .m_axis_tdata(eth_to_ip_tdata),
    .m_axis_tvalid(eth_to_ip_tvalid),
    .m_axis_tlast(eth_to_ip_tlast),
    .m_axis_tuser(eth_to_ip_tuser),
    .m_axis_tready(eth_to_ip_tready)
  );
  ip_parser #(
    .DATA_WIDTH(DATA_WIDTH),
    .TARGET_IP_ADDR(TARGET_IP_ADDR)
  ) ip_parser_1 (
    .clk(clk),
    .rst(rst),
    .s_axis_tdata(eth_to_ip_tdata),
    .s_axis_tvalid(eth_to_ip_tvalid),
    .s_axis_tlast(eth_to_ip_tlast),
    .s_axis_tuser(eth_to_ip_tuser),
    .s_axis_tready(eth_to_ip_tready),
    .m_axis_tdata(ip_to_udp_tdata),
    .m_axis_tvalid(ip_to_udp_tvalid),
    .m_axis_tlast(ip_to_udp_tlast),
    .m_axis_tuser(ip_to_udp_tuser),
    .m_axis_tready(ip_to_udp_tready)
  );
  udp_parser #(
    .DATA_WIDTH(DATA_WIDTH),
    .TARGET_UDP_PORT(TARGET_UDP_PORT)
  ) udp_parser1 (
    .clk(clk),
    .rst(rst),
    .s_axis_tdata(ip_to_udp_tdata),
    .s_axis_tvalid(ip_to_udp_tvalid),
    .s_axis_tlast(ip_to_udp_tlast),
    .s_axis_tuser(ip_to_udp_tuser),
    .s_axis_tready(ip_to_udp_tready),
    .m_axis_tdata(m_axis_tdata),
    .m_axis_tvalid(m_axis_tvalid),
    .m_axis_tlast(m_axis_tlast),
    .m_axis_tuser(m_axis_tuser),
    .m_axis_tready(m_axis_tready)
  );
endmodule
module udp_parser #(
  parameter DATA_WIDTH      = 8,
  parameter TARGET_UDP_PORT = 16'd25044
) (
  input  wire                         clk,
  input  wire                         rst,
  input  wire [DATA_WIDTH-1:0]        s_axis_tdata,
  input  wire                         s_axis_tvalid,
  input  wire                         s_axis_tlast,
  input  wire [63:0]                  s_axis_tuser,
  output wire                         s_axis_tready,
  output wire [DATA_WIDTH-1:0]        m_axis_tdata,
  output wire                         m_axis_tvalid,
  output wire                         m_axis_tlast,
  output wire [31:0]                  m_axis_tuser,
  input  wire                         m_axis_tready
);
  parameter S_IDLE = 3'd0; 
  parameter S_PARSE_HEADER = 3'd1;
  parameter S_STREAM_PAYLOAD = 3'd2;
  parameter S_DROP = 3'd3;
  parameter S_FINISH = 3'd4;
  parameter HEADER_LEN = 4'd8;
  reg [2:0]            curr_state, next_state;
  reg [3:0]            byte_counter;
  reg [31:0]           ports;
  reg                  reset_counter;
  always @(posedge clk) begin
    if (rst == 1'b1) begin
      curr_state <= S_IDLE;
      byte_counter <= 0;
      ports <= 0;
    end else begin
      curr_state <= next_state;
      if (s_axis_tvalid && (curr_state == S_PARSE_HEADER || (curr_state == S_IDLE && next_state == S_PARSE_HEADER))) begin
        byte_counter <= byte_counter + 1;
        if (byte_counter < 4) ports = {ports[23:0], s_axis_tdata};
      end else if (reset_counter) begin
        byte_counter <= 0;
      end
    end
  end
  always @(*) begin
    next_state = curr_state;
    case(curr_state)
      S_IDLE: if (s_axis_tvalid == 1'b1) next_state = S_PARSE_HEADER;
      S_PARSE_HEADER: begin
        if (byte_counter == HEADER_LEN-1) begin
          if (ports[15:0] != TARGET_UDP_PORT) begin
            next_state = S_DROP;
          end else begin
            next_state = S_STREAM_PAYLOAD;
          end
        end
      end
      S_STREAM_PAYLOAD: if (s_axis_tvalid && s_axis_tlast && m_axis_tready) next_state = S_FINISH;
      S_DROP: if (s_axis_tvalid && s_axis_tlast) next_state = S_IDLE;
      S_FINISH: next_state = S_IDLE;
      default: next_state = S_IDLE;
    endcase
  end
  wire valid_states = 
    (curr_state == S_STREAM_PAYLOAD) ||
    (curr_state == S_FINISH);
  assign reset_counter = (curr_state == S_IDLE) ? 1 : 0;
  assign m_axis_tuser = ports;
  assign m_axis_tdata = s_axis_tdata;
  assign m_axis_tlast = valid_states && s_axis_tlast;
  assign m_axis_tvalid = valid_states && s_axis_tvalid;
  assign s_axis_tready = valid_states ? m_axis_tready : 1'b1;
endmodule

===== flow/config.mk =====
export PLATFORM = sky130hd
export DESIGN_NAME = top_module
export DESIGN_NICKNAME = top_module
export VERILOG_FILES = /design/flow/design.v
export SDC_FILE = /design/flow/constraint.sdc
export NUM_CORES = 4
export LEC_CHECK = 1
export CORE_UTILIZATION = 50

===== flow/constraint.sdc =====
current_design top_module

set clk_period 5.3
set clk_io_pct 0.2

create_clock -name clk0 -period $clk_period [get_ports {clk}]

set non_clock_inputs [all_inputs -no_clocks]
set_input_delay [expr $clk_period * $clk_io_pct] -clock clk0 $non_clock_inputs
set_output_delay [expr $clk_period * $clk_io_pct] -clock clk0 [all_outputs]

==> ci_impl_report.md <==
## Synthesis and layout report

| Metric | Value |
|---|---|
| CP required | `4240 ps` |
| Final Skew | `9.12 ps` |
| Antenna diodes | `0` |
| Post-synthesis instance total | `344` |
| Tool warnings | `29` |
| Power Dens Cells | `266 mW/mm^2` |
| CTS tree | `yes` |
| Cell mode on critical path | `clkdlybuf4s50_1` |
| Share of cells above drive strength 1 | `7.09%` |
| Fraction of registers with async set/reset | `0%` |
| Yosys top cell by area | `dfxtp_1` |
| Hold Crit Start | `ip_parser_1.mf` |
| Final Cycle Share | `67.3%` |
| Detailed placement HPWL | `4.35 mm` |
| Cts repair resizes | `0` |
| Congestion Overflow GR | `0` |
| Synth top cells by count | `dfxtp_1 (72), nand2b_1 (43), mux2i_1 (42), nor2_1 (28), nand2_1 (19)` |
| Top post-synthesis cells by area | `dfxtp_1 (44%), mux2i_1 (13%), nand2b_1 (8.2%), nor2_1 (3.2%), a21oi_1 (2.3%)` |
| Overall Global Routing Usage | `19.4%` |
| Ys flop type | `dfxtp_1` |
| RSZ-0062 raised after global routing | `no` |
| Top-Level Pins | `56` |
| Clock H-tree levels | `3` |
| DR vias | `2,484` |
| Distinct lib cells | `49` |
| Period minus WS final | `3570 ps` |
| Layout area overhead | `23.0%` |
| Placed instance count | `457` |
| Final setup violating endpoints | `0` |
| Total of max-cap violations | `0` |
| Post-DRT Antenna Nets | `0` |
| Status | `complete, no violations` |
| Crit end category | `primary output` |
| Arr. time, crit path | `2510 ps` |
| Met2 Use GR | `29.9%` |
| Synth Area per Inst | `9.51 sq um` |
| Fmax | `0.280 GHz` |
| Cell Rows | `29` |
| RR Startpoint | `udp_parser1.curr_state[2]` |
| Pre-antenna DRT Iters | `4` |
| Area leader share | `44.1%` |
| Fp_density | `51.5%` |
| Actual slew at the worst max-slew pin | `785 ps` |
| First-pass GRT wire length | `10.8 mm` |
| Most crowded layer after global routing | `met2` |
| Setup_tns | `0 ps` |
| Crit path launch | `s_axis_tvalid` |
| DRC Markers | `0` |
| Yosys Chip Area | `0.00327 sq mm` |
| Vias in the first global route | `2,330` |
| Routing usage on met1 | `29.7%` |
| Post-Layout Cell Count | `472` |
| CP max-delay cell | `clkdlybuf4s50_1` |
| CP Launch Type | `input pin` |
| Root Buffer | `clkbuf_8` |
| P_leak | `1.47 nW` |
| Largest net degree at the start of global routing | `44` |
| Ys cells | `344` |
| Drt wl/cell | `13.4 um` |
| Overall Power | `1.07 mW` |
| Hold buffers post-CTS | `0` |
| Critical path's top delay family | `buffers and inverters` |
| Post-DR vias/cell | `5.26` |
| HP Class | `flop to flop` |
| Clock-pin slew on the worst setup and hold paths | `70 ps` |
| Total routed wirelength | `6.30 mm` |
| Core Area | `0.00635 sq mm` |
| Crit path max fanout | `9` |
| Die Span X | `82.9 um` |
| Worst Path Buf+Inv | `2` |
| Post-CTS Setup Bufs | `0` |
| Syn. warnings | `6` |
| Count of library flops with an enable pin | `0` |
| Total clock sinks | `72` |
| Count of input and output buffers | `55` |
| Final GP Congestion | `0.781` |
| Latency at later pin | `340 ps` |
| CTS Buffer Depth | `2` |
| Fin. max-slew vios | `0` |
| Met3 usage | `4.84%` |
| Hold Fails Final Rpt | `0` |
| Most frequent cell after synthesis | `dfxtp_1` |
| Die ar. | `0.00687 sq mm` |
| Worst slew margin | `47.6%` |
| Register share after synthesis | `44.1%` |
| Initial antenna violation count | `0` |
| Height of the die | `82.9 um` |
| CP Class | `input pin to primary output` |
| Worst VDD drop | `0.000249 V` |
| Initial DRC Count | `100` |
| CP peak stage delay | `630 ps` |
| Mapped cell area | `0.00327 sq mm` |
| Yosys reg bits | `72` |
| Critical-path cell list | `clkdlybuf4s50_1 > o21ai_0 > nor2_1 > clkdlybuf4s50_1` |
| Num CTS Buffers | `9` |
[cells in the final DEF (no fill, tap or decap), types with 6 or more instances in the layout]
cell,n
mux2i_1,42
clkbuf_8,11
inv_1,10
nor2_1,28
nor3_1,9
clkdlybuf4s50_1,54
nand2_1,19
nand3_1,8
o21ai_0,11
ha_1,6
a21oi_1,15
dfxtp_1,72
nand2b_1,43
[per-stage QoR]
stage | hold slack, ps | setup WS (ps) | util, % | area, sq um
after floorplan | 435 | 2820 | - | 3270
after global placement | 460 | 1740 | 59.9 | 3800
after detailed placement | 469 | 1710 | 59.9 | 3800
after CTS | 478 | 1710 | 63.3 | 4020
after global routing | 509 | 1620 | 63.3 | 4020
final | 473 | 1730 | 63.3 | 4020
[worst paths after layout]
| check | to | slack [ps] | cells past startpoint |
|---|---|---|---|
| max reg2reg | ip_parser_1.protocol[2] | 3350 | 5 |
| min | ip_parser_1.mf | 470 | 2 |
| min reg2reg | ip_parser_1.mf | 470 | 2 |
| max | m_axis_tvalid | 1730 | 4 |
[where the power goes]
| part | switching [mW] | total, mW | leakage, nW | internal, mW |
|---|---|---|---|---|
| Combinational | 0.0213 | 0.0457 | 0.781 | 0.0244 |
| Clock | 0.187 | 0.475 | 0.112 | 0.288 |
| Sequential | 0.00381 | 0.548 | 0.581 | 0.544 |
[area by class of cell]
cell class,instances,area [sq um]
tap,77,96.3
timing repair buffer,58,568
fill,535,2330
clock buffer,12,155
sequential,72,1440
clock inverter,3,65.1
multi-input combinational,240,1660
inverter,10,37.5
[flip-flops by register name (all words and copies together), names as in the netlist, named ones only]
| register | count |
|---|---|
| eth_parser_1.curr_state | 4 |
| udp_parser1.ports | 32 |
| ip_parser_1.protocol | 8 |
| udp_parser1.curr_state | 5 |
| udp_parser1.byte_counter | 4 |
| eth_parser_1.byte_counter | 4 |
| ip_parser_1.byte_counter | 5 |
| ip_parser_1.mf | 1 |
| ip_parser_1.curr_state | 5 |
[cell families (layout without fill, tap and decap cells)]
| group | count (synthesis) | count (layout) | synth area share [%] |
|---|---|---|---|
| mux | 43 | 43 | 13.2 |
| flops | 72 | 72 | 44.1 |
| xor+xnor | 2 | 2 | 0.536 |
| simple gates | 136 | 136 | 22.8 |
| compound gates | 53 | 53 | 11.9 |
| fa+ha+maj | 6 | 6 | 2.30 |
| buf+inv | 32 | 83 | 5.20 |
[worst reg2reg max path, delay by kind of cell, from the launching register on]
kind | cells | cell delay [ps]
mux | 1 | 270
flops | 1 | 340
compound gates | 3 | 1170
simple gates | 1 | 50
[metal layers]
| layer | vias to the layer above | wire length [um] |
|---|---|---|
| li1 | 1297 | - |
| met3 | 5 | 268 |
| met4 | 0 | 57 |
| met2 | 43 | 2790 |
| met5 | - | 0 |
| met1 | 1139 | 3190 |
Power and IR drop assume default switching activity.
